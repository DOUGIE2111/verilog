**run.sh**
```bash
#!/bin/bash
# OpenROAD 26Q1-2900-gdf79404cd8, Yosys 0.63+post, stock flow scripts
make -C /OpenROAD-flow-scripts/flow DESIGN_CONFIG=/design/flow/config.mk WORK_HOME=/design/flow/orfs finish
```
**config.mk**
```make
export PLATFORM = sky130hd
export DESIGN_NAME = ABCD0_9
export DESIGN_NICKNAME = ABCD0_9
export VERILOG_FILES = /design/flow/design.v
export SDC_FILE = /design/flow/constraint.sdc
export NUM_CORES = 4
export LEC_CHECK = 1
export CORE_AREA = 10 10 70 70
export DIE_AREA = 0 0 80 80
```
**constraint.sdc**
```tcl
current_design ABCD0_9

set clk_period 1.0
set clk_io_pct 0.2

create_clock -name clk0 -period $clk_period

set non_clock_inputs [all_inputs -no_clocks]
set_input_delay [expr $clk_period * $clk_io_pct] -clock clk0 $non_clock_inputs
set_output_delay [expr $clk_period * $clk_io_pct] -clock clk0 [all_outputs]
```
**design.v**
```verilog
module ABCD0_9(sel,out,weima);
input [3:0]sel;
output reg [7:0]out;
output reg weima = 0;
always@(sel)
case(sel)                       
4'd0:	out=8'b1100_0000;
4'd1:	out=8'b1111_1001;
4'd2:	out=8'b1010_0100;
4'd3:	out=8'b1011_0000;
4'd4:	out=8'b1001_1001;
4'd5:	out=8'b1001_0010;
4'd6:	out=8'b1000_0010;
4'd7:	out=8'b1111_1000;
4'd8:	out=8'b1000_0000;
4'd9:	out=8'b1001_0000;
default: out=8'b1111_1111;
endcase
endmodule
```
==> impl_metrics.ini <==
; generated from flow reports
[status]
outcome = complete, but fails checks
violations = setup timing

[drt]
detailroute.via_count = 300
drt_iter0_drc = 17
avgRoutedWirePerCell_um = 8.19
antennaDiodeCount = 0
drtAntennaViolNets = 0
vias_per_cell = 2.86
count_of_tritonroute_iterations_in_the_first_routing_pass = 2
finalWirelength_um = 860
remaining_drc_errors = 0

[worst_setup_path]
worst-endpoint-arrival_ns = 1.18
timing.critical_path.fanout_max = 2
critPathCaptureType = output pin
criticalPathCategory = input port to output pin
setup.worst_path.start_class = input port
required_ns = 0.80

[yosys]
synthesis.area_um2 = 233
post_synth_inst_count = 37
yosysChipArea_um2 = 233
syn_avg_cell_area_um2 = 6.29
synth-seq-area-share = 0
number_of_unique_standard_cell_types_used_by_synthesis = 15
area_leaders = ha_1, o21ai_0, nand2b_1
ys_warn_count = 1
top_area_frac = 0.269
yosysTopAreaCell = ha_1
synth-cells-yosys = 37

[sta]
finalCritPeriodShare = 1.38
final_worst_slack_ns = -0.385
max_freq_mhz = 722
unrepaired_setup_endpoints_after_global_routing = true
setup-violations-final = 7
post-route-min-period_ns = 1.38
hold_viol_final = 0
report.final.slew_viol_count = 0

[grt]
globalRoute.totalOverflow = 0
antenna_violations_before_repair = 0
grt_start_max_net_pins = 11
globalRouteTotalUtil = 0.0259
first_pass_grt_wire_length_um = 1390
via_count_of_the_first_global_routing_pass = 300

[die]
chipHeight_um = 80
die_w_um = 80
die_area_um2 = 6400
ioPinCount = 13
num_rows = 21
core-area_um2 = 3420
fp_util = 0.0681

[layout]
flop_area_um2 = 0
seq_cell_count = 0
final_cells = 105
layout_top_cell_excl_fill_tap = buf_4
post_route_cells_drive_above_1_share = 0.627
syn2layout_area_growth_pct = 141
clock_buffers = 0
lay_top_cells = buf_4, buf_6, buf_2, nor2_1

[place]
port-buffer-count = 11
place_congestion = 0.783
place.detailed.instances = 97
detailed_place_hpwl_um = 597
dp_worst_setup_slack_ns = -1.02

[min_path]
hold_path.class = input port to output pin

[clock_tree]
cts_hold_repair.buffers = 0

[power_and_ir_drop]
cellPowerDensity_nw_per_um2 = 348
power.ir.vdd_worst_uv = 67.6
static-leakage-power_nw = 0.245

[flow_run]
drv.max_cap_violation_count = 0
tool_warnings = 38
==> worst max-delay path, stage by stage <==
cell and delay [ns]:
buf_8 0.10, buf_6 0.10, or2b_1 0.24, buf_6 0.13, a21oi_4 0.15, buf_6 0.11, a31oi_1 0.03, buf_2 0.13
==> area by class of cell <==
cell class | count | area (µm²)
Fill cell | 385 | 2850
Tap cell | 46 | 57.6
Inverter | 3 | 13.8
Multi-Input combinational cell | 30 | 269
Timing Repair Buffer | 26 | 221
==> cells in the mapped netlist <==
cell type	number
a21oi_1	2
a21oi_2	1
a31oi_1	1
buf_2	1
buf_4	2
buf_6	1
conb_1	2
ha_1	5
inv_1	3
nand2_1	2
nand2b_1	4
nor2_1	5
o21ai_0	6
or2_1	1
or2b_1	1
==> per-stage QoR <==
step / area [µm²] / util / hold WS, ns / TNS, ns / total power, mW
final: 562 / 0.164 / 0.889 / -2.40 / 0.195
after global routing: 562 / 0.164 / 0.925 / -2.80 / 0.218
after CTS: 542 / 0.159 / 0.891 / -2.21 / 0.189
after detailed placement: 422 / 0.123 / 1.54 / -6.70 / 0.149
after global placement: 422 / 0.123 / 1.53 / -6.84 / 0.149
after floorplan: 233 / - / 0.488 / 0 / 0.0574
==> per-layer routing <==
layer / up-vias / track usage / part of all wire
li1: 160 / - / -
met1: 135 / 0.0310 / 0.45
met2: 5 / 0.0506 / 0.53
met3: 0 / 0.00227 / 0.027
met4: 0 / 0 / 0
met5: - / 0 / 0
==> logic make-up (layout without fill, tap and decap cells) <==
group | after synthesis | count (layout) | share of synthesized area
other | 2 | 2 | 0.0323
buffers and inverters | 7 | 29 | 0.183
AND-OR/OR-AND | 10 | 10 | 0.237
adder cells (fa/ha/maj) | 5 | 5 | 0.269
AND/OR/NAND/NOR | 13 | 13 | 0.280
==> final timing paths <==
check	start	to	depth (start not counted)
max	sel[1]	out[3]	8
min	sel[1]	out[3]	5
==> power by group <==
part | switching [mW] | leakage (nW) | total [mW] | internal [mW]
sequential | 0 | 0 | 0 | 0
clock | 0 | 0 | 0 | 0
combinational | 0.0784 | 0.245 | 0.195 | 0.117
total | 0.0784 | 0.245 | 0.195 | 0.117
==> repair_timing <==
item / CTS / global route
endpoints found under the hold margin: 0 / 0
pin swaps: 9 / 2
endpoints found under the setup margin: 7 / 7
setup buffers: 5 / 2
cloned: 1 / 0
gates resized: 56 / 4
Power figures rest on the tool's default switching activity, not on a simulated workload.
